`/design/flow/design.v`:
```
`timescale 1ns / 1ps
module async_fifo_bram #(
    parameter DATA_WIDTH = 32,
    parameter ADDR_WIDTH = 9,
    parameter DEPTH = 1 << ADDR_WIDTH
)(
    input  wire                  wr_clk,
    input  wire                  wr_rst,
    input  wire                  wr_en,
    input  wire [DATA_WIDTH-1:0] wr_data,
    output wire                  full,
    input  wire                  rd_clk,
    input  wire                  rd_rst,
    input  wire                  rd_en,
    output wire [DATA_WIDTH-1:0] rd_data,
    output wire                  empty
);
    reg  [ADDR_WIDTH:0] wr_ptr_bin, rd_ptr_bin;
    reg  [ADDR_WIDTH:0] wr_ptr_gray, rd_ptr_gray;
    reg  [ADDR_WIDTH:0] wr_ptr_gray_rdclk, rd_ptr_gray_wrclk;
    reg  [ADDR_WIDTH:0] rd_ptr_gray_wrclk_d1, rd_ptr_gray_wrclk_d2;
    reg  [ADDR_WIDTH:0] wr_ptr_gray_rdclk_d1, wr_ptr_gray_rdclk_d2;
    wire [ADDR_WIDTH:0] wr_ptr_bin_next = wr_ptr_bin + (wr_en & ~full);
    wire [ADDR_WIDTH:0] rd_ptr_bin_next = rd_ptr_bin + (rd_en & ~empty);
    assign full  = (wr_ptr_gray == {~rd_ptr_gray_wrclk_d2[ADDR_WIDTH:ADDR_WIDTH-1], rd_ptr_gray_wrclk_d2[ADDR_WIDTH-2:0]});
    assign empty = (rd_ptr_gray == wr_ptr_gray_rdclk_d2);
    function [ADDR_WIDTH:0] bin2gray(input [ADDR_WIDTH:0] bin);
        bin2gray = bin ^ (bin >> 1);
    endfunction
    function [ADDR_WIDTH:0] gray2bin(input [ADDR_WIDTH:0] gray);
        integer i;
        begin
            gray2bin[ADDR_WIDTH] = gray[ADDR_WIDTH];
            for (i = ADDR_WIDTH-1; i >= 0; i = i - 1)
                gray2bin[i] = gray2bin[i+1] ^ gray[i];
        end
    endfunction
    always @(posedge wr_clk or posedge wr_rst) begin
        if (wr_rst) begin
            wr_ptr_bin  <= 0;
            wr_ptr_gray <= 0;
        end else begin
            if (wr_en & ~full)
                wr_ptr_bin <= wr_ptr_bin_next;
            wr_ptr_gray <= bin2gray(wr_ptr_bin_next);
        end
    end
    always @(posedge rd_clk or posedge rd_rst) begin
        if (rd_rst) begin
            rd_ptr_bin  <= 0;
            rd_ptr_gray <= 0;
        end else begin
            if (rd_en & ~empty)
                rd_ptr_bin <= rd_ptr_bin_next;
            rd_ptr_gray <= bin2gray(rd_ptr_bin_next);
        end
    end
    always @(posedge wr_clk or posedge wr_rst) begin
        if (wr_rst) begin
            rd_ptr_gray_wrclk_d1 <= 0;
            rd_ptr_gray_wrclk_d2 <= 0;
        end else begin
            rd_ptr_gray_wrclk_d1 <= rd_ptr_gray;
            rd_ptr_gray_wrclk_d2 <= rd_ptr_gray_wrclk_d1;
        end
    end
    always @(posedge rd_clk or posedge rd_rst) begin
        if (rd_rst) begin
            wr_ptr_gray_rdclk_d1 <= 0;
            wr_ptr_gray_rdclk_d2 <= 0;
        end else begin
            wr_ptr_gray_rdclk_d1 <= wr_ptr_gray;
            wr_ptr_gray_rdclk_d2 <= wr_ptr_gray_rdclk_d1;
        end
    end
    reg [DATA_WIDTH-1:0] mem [0:DEPTH-1];
    always @(posedge wr_clk) begin
        if (wr_en && ~full)
            mem[wr_ptr_bin[ADDR_WIDTH-1:0]] <= wr_data;
    end
    reg [DATA_WIDTH-1:0] rd_data_reg;
    assign rd_data = rd_data_reg;
    always @(posedge rd_clk) begin
        if (rd_en && ~empty)
            rd_data_reg <= mem[rd_ptr_bin[ADDR_WIDTH-1:0]];
    end
endmodule
```
`/design/flow/run.sh`:
```
#!/bin/bash
# OpenROAD 26Q1-2900-gdf79404cd8, Yosys 0.63+post, stock flow scripts
make -C /OpenROAD-flow-scripts/flow DESIGN_CONFIG=/design/flow/config.mk WORK_HOME=/design/flow/orfs finish
```
`/design/flow/config.mk`:
```
export PLATFORM = sky130hd
export DESIGN_NAME = async_fifo_bram
export DESIGN_NICKNAME = async_fifo_bram
export VERILOG_FILES = /design/flow/design.v
export SDC_FILE = /design/flow/constraint.sdc
export NUM_CORES = 4
export LEC_CHECK = 1
export CORE_UTILIZATION = 40
export SYNTH_MEMORY_MAX_BITS = 65536
```
`/design/flow/constraint.sdc`:
```
current_design async_fifo_bram

set clk_period 263.7
set clk_io_pct 0.2

create_clock -name clk0 -period $clk_period [get_ports {rd_clk}]
create_clock -name clk1 -period $clk_period [get_ports {wr_clk}]

set non_clock_inputs [all_inputs -no_clocks]
set_input_delay [expr $clk_period * $clk_io_pct] -clock clk0 $non_clock_inputs
set_output_delay [expr $clk_period * $clk_io_pct] -clock clk0 [all_outputs]
```
==> impl_metrics.ini <==
; generated from flow reports
[status]
outcome = complete, but fails checks
violations = antenna violations

[timing]
final_max_slew_viol_count = 0
worst_pin_slew_ns = 1.48
finalClockSkew_ns = 0.135
finalSetupViolations = 0
relSlewSlack_pct = 0.386
final_hold_viol_count = 0
setup-tns-final_ns = 0
rsz0062_at_grt = no

[cells_and_area]
layout.cells.most_common = edfxtp_1
fill_cells = 129312
area.combinational_mm2 = 0.137
largest_register_ffs = 16384
layout_top_cells = edfxtp_1 (16,416), mux2i_1 (3,596), mux4_2 (2,282)
area_growth_pct = 14.4
final_layout_size_suffix_gt1_share_pct = 22.0
fin_util_pct = 45.9
seqCellArea_mm2 = 0.495

[clock_tree]
clock-sinks = 16496
cts_tree = built
cts_resized = 0
clkTransAtPathRegs_ns = 0.08

[floorplanning]
core_mm2 = 1.59
core.rowCount = 463
die_h_um = 1270
die_w_um = 1270
fp_util_pct = 40.2
dieArea_mm2 = 1.60
io_pins = 72

[job]
tool_warnings = 36
drv_cap = 0

[detailed_routing]
viasPerCell = 5.88
drc = 0
ant_nets = 2
wirelength_um = 2090000
vias = 332599
drt_iter0_drc = 25083
wl_per_cell_um = 36.9
drt_first_pass_iters = 8

[logic_synthesis]
ys_area_mm2 = 0.639
syn_area_per_cell_um2 = 20.3
async_reset_ff_share_pct = 0.485
ys_cells = 31439
ys_ff = 16496
yosys_warnings = 1
syn-cell-area_mm2 = 0.639
synth_cell_types = 90
edf_count = 16416
synth_cells = 31439
ys_seq_share_pct = 77.5
flop_cell = edfxtp_1

[power_and_ir_drop]
combPwrFrac_pct = 30.3
p_sw_share_pct = 33.7
sequentialPowerShare_pct = 38.8
intPower_mw = 4.98
leakage_nw = 233
clkPwrFrac_pct = 31.0
p_per_area_mw_per_mm2 = 10.3
power_switching_mw = 2.54
irDropWorstVdd_uv = 7.39

[grt]
grt_max_degree = 106
grt_pass1_wl_um = 2860000
antenna_found_initial = 225
grt-ovfl-total = 0
first_global_vias = 354629
grt_use_total_pct = 28.5

[critical_path]
cp_slowest_cell = nand4_1
end_kind = primary output
critPathArrivalTime_ns = 3.99
crit_path_max_incr_delay_ns = 0.80
startpoint_type = register
path_max_fanout = 2
required_ns = 210.96
rrSetupSlack_ns = 253.53
crit_type = register to primary output
crit_chain = xnor2_1 > nor4_2 > nand4_1 > buf_4 > inv_1 > clkdlybuf4s50_1

[place]
numPortBuffers = 70
hpwlAfterDp_um = 1330000
gp_congestion = 0.976

[worst_hold_path]
hp-class = register to register
-- layout make-up --
cell class	instances	share of cell area [%]
inverter	11	0.00873
antenna	809	0.277
clock buffer	2017	6.01
tap	21157	3.62
timing repair buffer	2216	2.40
multi-input combinational	12947	18.7
sequential	16496	67.7
clock inverter	952	1.23
-- repair_timing --
action	4_1_cts	5_1_grt
buffers inserted	0	0
hold buffers	10	0
hold endpoints to repair	10	0
-- synth_stat cells (40+ instances only) --
| master | n | area [um^2] |
|---|---|---|
| edfxtp_1 | 16416 | 493000 |
| mux2i_1 | 3596 | 36000 |
| mux4_2 | 2282 | 51400 |
| o22ai_1 | 1199 | 7500 |
| nor2_1 | 1007 | 3780 |
| o221ai_1 | 917 | 8030 |
| clkbuf_1 | 844 | 3170 |
| a21oi_1 | 663 | 3320 |
| a31oi_1 | 499 | 3120 |
| nand2_1 | 447 | 1680 |
| o21ai_0 | 408 | 2040 |
| buf_6 | 389 | 4380 |
| buf_2 | 267 | 1340 |
| buf_4 | 255 | 1910 |
| and2_1 | 242 | 1510 |
| nand3_1 | 198 | 991 |
| buf_1 | 178 | 668 |
| o21a_1 | 151 | 1130 |
| mux2_2 | 146 | 1640 |
| nor3_1 | 112 | 561 |
| a22oi_1 | 110 | 826 |
| a221oi_1 | 92 | 806 |
| dfrtp_1 | 80 | 2000 |
| a211oi_1 | 64 | 480 |
| nor4_1 | 51 | 319 |
| nand4_1 | 49 | 307 |
| xnor2_1 | 47 | 412 |
| buf_8 | 44 | 661 |
| a2bb2oi_1 | 40 | 350 |
-- worst paths after layout --
check / startpoint / cells past startpoint / endpoint
min: rd_ptr_gray[0] / 1 / rd_ptr_gray_wrclk_d1[0]
min in group asynchronous: wr_rst / 2 / rd_ptr_gray_wrclk_d1[0]
min reg2reg: rd_ptr_gray[0] / 1 / rd_ptr_gray_wrclk_d1[0]
max: wr_ptr_gray[8] / 6 / full
min in group clk0: wr_ptr_gray_rdclk_d1[9] / 0 / wr_ptr_gray_rdclk_d2[9]
max in group clk1: wr_en / 9 / mem[185][26]
max in group asynchronous: rd_rst / 3 / rd_ptr_bin[0]
max reg2reg: rd_ptr_bin[0] / 16 / rd_data_reg[10]
-- critical path, delay by kind of cell (launching register included) --
family / cells / cell delay (ns)
xor+xnor: 1 / 0.15
buf+inv: 3 / 1.07
flops: 1 / 0.39
simple gates: 2 / 1.10
-- per-stage QoR --
| step | instance area (um^2) | setup WS, ns | power, mW | hold WS, ns | instances |
|---|---|---|---|---|---|
| 6_report | 731000 | 206.97 | 7.52 | 0.255 | 56605 |
| 2_1_floorplan | 639000 | 207.54 | 4.27 | 0.331 | 31439 |
| 3_3_place_gp | 676000 | 206.11 | 5.18 | 0.332 | 52816 |
| 4_1_cts | 729000 | 206.85 | 7.49 | 0.208 | 55796 |
| 3_5_place_dp | 676000 | 206.06 | 5.18 | 0.341 | 52817 |
| 5_1_grt | 730000 | 206.93 | 7.73 | 0.253 | 56347 |
-- power groups by stage --
stage	combinational (mW)	clock, mW	sequential [mW]
after CTS	2.22	2.35	2.92
after global routing	2.36	2.45	2.92
final	2.28	2.33	2.92
-- logic make-up after synthesis --
family	Yosys count	share of synthesized area (%)
AND/OR/NAND/NOR	2298	1.66
XOR/XNOR	68	0.0932
multiplexers	6032	14.0
adder cells (fa/ha/maj)	4	0.00783
flip-flops	16496	77.5
buffers and inverters	1996	1.93
AND-OR/OR-AND	4545	4.87
-- metal layers --
layer / vias up / track usage, % / share of wire (%)
li1: 136476 / - / -
met1: 165885 / 28.2 / 28
met2: 25714 / 37.8 / 43
met3: 4181 / 28.0 / 22
met4: 343 / 13.4 / 6.2
met5: - / 10.7 / 0.91
Power figures rest on the tool's default switching activity, not on a simulated workload.
